==> /design/flow/design.v <==
module Parser(
		input logic [7:0] button,
		output logic [3:0] ones,
		output logic [3:0] tens,
		output logic [3:0] hunds,
		output logic [3:0] thous);
		assign ones = button % 10;
		assign tens = (button / 10) % 10;
		assign hunds = (button / 100) % 10;
		assign thous = button / 1000;
	endmodule
==> /design/flow/run.sh <==
#!/bin/bash
# OpenROAD 26Q1-2900-gdf79404cd8, Yosys 0.63+post, stock flow scripts
make -C /OpenROAD-flow-scripts/flow DESIGN_CONFIG=/design/flow/config.mk WORK_HOME=/design/flow/orfs finish
==> /design/flow/config.mk <==
export PLATFORM = sky130hd
export DESIGN_NAME = Parser
export DESIGN_NICKNAME = Parser
export VERILOG_FILES = /design/flow/design.v
export SDC_FILE = /design/flow/constraint.sdc
export NUM_CORES = 4
export LEC_CHECK = 1
export CORE_AREA = 10 10 70 70
export DIE_AREA = 0 0 80 80
==> /design/flow/constraint.sdc <==
current_design Parser

set clk_period 5.2
set clk_io_pct 0.2

create_clock -name clk0 -period $clk_period

set non_clock_inputs [all_inputs -no_clocks]
set_input_delay [expr $clk_period * $clk_io_pct] -clock clk0 $non_clock_inputs
set_output_delay [expr $clk_period * $clk_io_pct] -clock clk0 [all_outputs]
==> run summary <==
impl run done, here's what came out: family of cells with the greatest summed delay on the critical path AND-OR/OR-AND gates, max-cap violations 0, wire length of the first global-routing pass roughly 6.2 mm, most numerous cell on the critical path sky130_fd_sc_hd__o211ai_1, fraction of the cycle the final worst path needs 98.56%, chip area about 0.0064 mm², delay of the slowest cell on the worst path roughly 0.26 ns, Post-Syn Area roughly 0.0013 mm², WS Path Type in -> out, flip-flop and latch area 0 µm², Top Layout Cells 48 x sky130_fd_sc_hd__buf_4, 14 x sky130_fd_sc_hd__nor2_1, 13 x sky130_fd_sc_hd__nand2_1, 9 x sky130_fd_sc_hd__clkdlybuf4s50_1, leakage ~0.81 nW, std cell rows 21, layout overhead on the synthesized area 49.45%, Min Clock Period, post-route approximately 5.1 ns, total track usage between 10% and 20%, placed cell count between 200 and 300, number of failing setup endpoints in the final timing report 0, total grt overflow 0, port buffer count 16, most common cell after layout, fill and taps aside sky130_fd_sc_hd__buf_4, chip area line of the yosys report 0.001257 mm², number of top-level design ports 24, overall power consumption between 0.2 and 0.3 mW, number of warnings in the stage logs 35, first drt pass iteration count 4, endpoint type of the worst setup path primary output, run status finished clean, pre-CTS setup slack -0.6988 ns, count of buffering cells on the critical path with inverters included 3, final cell count without fillers 280, die width 80 µm, standard cell core area roughly 0.0034 mm², Worst Hold Path Cells 0, worst hold endpoint ones[0], RePlAce Congestion between 0.9 and 1, initial antenna violation count 0, setup repair after global routing missed its margin yes, number of hold buffers added after cts 0, number of clock buffers in the layout 0, Slowest-stage cell, CP sky130_fd_sc_hd__o211ai_1, portion of the post-synthesis area used by sequential elements 0%, Max Fanout on Critical Path 6, count of antenna-violating nets left after detailed routing 0, series of cell instances along the critical path buf_6, nor2_4, inv_2, ha_4, nand2b_4, o21a_1, o211ai_1, o221ai_4, or2_1, nand3b_1, a32oi_2, o2111a_2, o211ai_1, and2_1, ha_2, o21bai_1, mux2_4, clkbuf_2, Total Neg Setup Slack 0 ns, instance tally after logic synthesis 180, Tightest Hold Check Type in -> out, number of standard cells reported by yosys roughly 180, startpoint type of the worst setup path input port, hold path startpoint button[0], core utilization of the finished layout between 50 and 60%, number of slew-limit violations in the final report 0, Hold Violations, Final 0, Max Freq just under 200 MHz, routed len/inst 12.63 µm, share of cells above drive strength 1 41.45%, worst hold slack 2.080 ns, average via count per standard cell between 5 and 6, Layout Cell Area excl Fill between 0.0015 and 0.002 mm², number of vias in the routed layout 1476, required time of the critical path between 4 and 5 ns, fraction of the core area occupied by cells at floorplan 36.81%, min setup slack post-route between 0.07 and 0.08 ns, Die Ht 80 µm, Final HPWL DP approximately 2.8 mm, DRT Wirelength 3.535 mm, Cell Area, Placed between 0.0015 and 0.002 mm², syn avg cell area 6.986 µm², largest net degree at the start of global routing 20, DRC Markers 0, Worst Path Arrival between 4 and 5 ns, FFs & Latches 0, number of global-route vias before repair about 1400, initial drt markers roughly 90, Yosys warning count 0, count of antenna diodes in the layout 0, IR Drop Worst-Case VDD 0.07261 mV, number of distinct library cell variants in the gate-level netlist after synthesis 74, Cell Pwr Density roughly 140 mW/mm²
metal layers:
layer  GRT usage [%]  vias to the layer above  part of all wire [%]
li1                -                      785                     -
met1           16.81                      666                    53
met2           16.93                       25                    44
met3           1.136                        0                   3.4
met4          0.7042                        0                     0
met5               0                        -                     0
synthesized netlist by cell type (3+ instances only):
| master | number | area [µm²] |
|---|---|---|
| sky130_fd_sc_hd__a211oi_1 | 3 | 22.52 |
| sky130_fd_sc_hd__a21oi_1 | 6 | 30.03 |
| sky130_fd_sc_hd__a31oi_1 | 4 | 25.02 |
| sky130_fd_sc_hd__buf_2 | 6 | 30.03 |
| sky130_fd_sc_hd__buf_4 | 9 | 67.56 |
| sky130_fd_sc_hd__ha_1 | 6 | 75.07 |
| sky130_fd_sc_hd__inv_1 | 8 | 30.03 |
| sky130_fd_sc_hd__nand2_1 | 15 | 56.30 |
| sky130_fd_sc_hd__nand2b_1 | 5 | 31.28 |
| sky130_fd_sc_hd__nand3_1 | 5 | 25.02 |
| sky130_fd_sc_hd__nand4_1 | 5 | 31.28 |
| sky130_fd_sc_hd__nor2_1 | 15 | 56.30 |
| sky130_fd_sc_hd__nor2b_1 | 3 | 18.77 |
| sky130_fd_sc_hd__nor3_1 | 4 | 20.02 |
| sky130_fd_sc_hd__nor4_1 | 3 | 18.77 |
| sky130_fd_sc_hd__o211ai_1 | 4 | 30.03 |
| sky130_fd_sc_hd__o21ai_1 | 3 | 15.01 |
| sky130_fd_sc_hd__o21ai_2 | 3 | 26.28 |
| sky130_fd_sc_hd__o21bai_1 | 3 | 22.52 |
| sky130_fd_sc_hd__o22ai_1 | 3 | 18.77 |
| sky130_fd_sc_hd__or3_1 | 3 | 18.77 |
cells by family after synthesis:
group | after synthesis | synth area share, %
XOR/XNOR | 3 | 2.090
AND-OR/OR-AND | 61 | 41.40
buffers and inverters | 31 | 13.73
adder cells (fa/ha/maj) | 8 | 7.662
AND/OR/NAND/NOR | 73 | 31.94
other | 1 | 0.2982
multiplexers | 3 | 2.885
timing repair:
action,in CTS,in global routing
gates resized,28,18
cloned,1,0
pin swaps,12,16
setup endpoints to repair,7,4
endpoints found under the hold margin,0,0
buffers inserted,5,1
where the power goes:
part           switching, mW  internal [mW]
Combinational          0.117          0.144
Sequential                 0              0
Clock                      0              0
layout make-up:
cell class / count / area (µm²)
fillers: 310 / 1536
multi-input cells: 154 / 1199
repair buffers: 70 / 585.6
well taps: 46 / 57.56
inverters: 10 / 37.54
worst max-delay path by stage:
| stage | from | slack (ns) | to | cells after the start |
|---|---|---|---|---|
| CTS | button[5] | -0.10 | tens[3] | 18 |
| global route | button[6] | -0.09 | tens[3] | 19 |
| finish | button[6] | 0.08 | tens[3] | 18 |
Power is estimated from default activity; no workload was simulated.
