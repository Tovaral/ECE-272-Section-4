==> flow/run.sh <==
#!/bin/bash
# OpenROAD 26Q1-2900-gdf79404cd8, Yosys 0.63+post, stock flow scripts
make -C /OpenROAD-flow-scripts/flow DESIGN_CONFIG=/design/flow/config.mk WORK_HOME=/design/flow/orfs finish
==> flow/constraint.sdc <==
current_design clock_counter

set clk_period 2.9
set clk_io_pct 0.2

create_clock -name clk0 -period $clk_period [get_ports {clk_i}]

set non_clock_inputs [all_inputs -no_clocks]
set_input_delay [expr $clk_period * $clk_io_pct] -clock clk0 $non_clock_inputs
set_output_delay [expr $clk_period * $clk_io_pct] -clock clk0 [all_outputs]
==> flow/design.v <==
module clock_counter(
	input logic clk_i,		 
	input logic reset_n,	 
	output logic clk_o
		);
		logic [13:0] count;	 
		always_ff @ (posedge clk_i, negedge reset_n)			
			begin
				count <= count + 1;	 
				if(!reset_n)  
					begin
						clk_o <= 0;
						count <= 0;
					end
				else
					if(count >= 10000)  
						begin		
							clk_o <= ~clk_o;	 
							count <= 0;			 
						end
			end
endmodule
==> flow/config.mk <==
export PLATFORM = sky130hd
export DESIGN_NAME = clock_counter
export DESIGN_NICKNAME = clock_counter
export VERILOG_FILES = /design/flow/design.v
export SDC_FILE = /design/flow/constraint.sdc
export NUM_CORES = 4
export LEC_CHECK = 1
export CORE_AREA = 10 10 78 78
export DIE_AREA = 0 0 88 88
==> design notes <==
The flow ran to the end, and the final reports show no timing, DRC or antenna violations. At the worst endpoint, the arrival time is 1.08 ns. Cell accounting for the most synthesized area: dfrtp_1. The last weighted congestion value of the routability-driven placer is 0.787. The final setup violation count was 0. The count of routing violations after the opening detailed-route iteration was 34.

The wire length of the first global-routing pass came out at 2.30 mm. Number of antenna violations at the first check in global routing: 0. Per the detail_route report, inserted antenna diodes total 0. The iteration count recorded for the first detailed-route pass is 4.

The number of I/O pins came out at 3. The synthesized design contains 15 register bits. Summed over all layers, the global routing overflow is 0. In this run the horizontal extent of the chip is 88 um.

The power report puts the leakage power at 0.340 nW. The run gives 2 for the largest fanout of any net on the critical path. Class of the tightest hold or removal check: reg -> reg.

Most used standard cell by instance count after synthesis: dfrtp_1. The run gives 4410 sq um as the standard cell core area. Per Yosys stat, the portion of area used by sequential elements is 51.6%.

The clock root buffer is clkbuf_8. The post-CTS setup-driven buffer insertion count was 0; the vertical die size was 88 um. Per the post-route antenna check, the number of violating nets is 0. The run gives 1.66 ns for the post-layout minimum cycle time. The number of warning messages in the logs works out to 27. Setup repair after global routing left no endpoint under its margin. The share of layout cells above drive strength 1 came out at 11.7%.

For the overall via count from detail_route, the log shows 521. The post-CTS hold buffer count recorded in the log is 0. The run gives 0 for the max-slew violation count. By count the netlist is led by dfrtp_1 (15), a21oi_1 (8), inv_1 (6).

The overall die size recorded for this design is 7740 sq um. The run gives 16.5% for the starting density of the core. The worst-case register-to-register setup slack was 1.27 ns. Adding up every negative setup slack in the final design gives 0 ns.

The logs give 727 sq um for the summed standard-cell area reported by yosys and 0.00459 ns for the clock skew. On the worst setup and hold paths after CTS, the clock-pin slew comes to 0.06 ns. The synthesized design contains 0 enable-type register cells.

Number of global-route vias before repair: 521. The final worst-path cycle share works out to 57.3%. The kind of launch point of the worst setup path is a register. With the actual slew at the worst max-slew pin at 0.686 ns, the maximum number of pins on one net before global-route repair is 16. The signal on the critical path passes through clkdlybuf4s50_1.

The run gives 54.1% as the relative slew slack. Summed over its instances, the top area cell type makes up 51.6% of the synthesized netlist area. The number of maximum-capacitance constraint violations was 0; the post-detailed-routing wire length was 1.26 mm.

According to the dpl log, the detail-placed design has an HPWL of 820 um. Buffers inserted during clock tree synthesis total 3. The worst setup path is of the reg -> out kind. Per the skew report, the later register of the worst-skew pair sees a clock latency of 0.24 ns. The run gives 0.47 ns for the delay of the slowest cell on the worst path. Dividing the detail-routed wire length by the instance count gives 9.73 um.

The cell class contributing the biggest share of worst-path delay is buffers and inverters. Fraction of registers with async set or reset after synthesis: 100%. The run gives 0.382 mW as the overall power after layout.

The total of cells resized after clock tree synthesis came out at 0. Dividing the detail-routed via count by the number of cells gives 4.04. TritonCTS built the clock tree.

The cell count after synthesis came out at 72. The run gives 2.32 ns as the critical path data required time. Buffers placed on the I/O ports in this run total 2.

Maximum VDD drop: 0.202 mV. In this build the clock could be raised as far as 0.602 GHz. Between the synthesized netlist and the finished layout, the area growth was recorded as 17.6%. After synthesis, the design contains 72 cells according to Yosys. The most common flop cell mapped by yosys was dfrtp_1. Average cell area after synthesis: 10.1 sq um. The worst setup path is captured at an output pin. The remaining design rule violation count was 0. Worst setup slack after layout: 1.24 ns. For this design, the slowest cell found on the critical path is clkdlybuf4s50_1. The clock net in this run drives a total of 15 sinks.

Logged for this run, the post-placement worst setup slack is 1.28 ns. The flow reported a cell area power density of 447 nW/um^2. Across every metal layer, demand over resource in global routing totals 3.51%.

In this run the deepest clock path goes through 2 buffers. The logs give 1 for the Yosys warning count and 21 for the count of unique library cells instantiated by Yosys. Endpoints failing hold in the final report were tallied at 0. The tools report the area of the mapped netlist as 727 sq um.

Hold timing on the final database bottoms out at a slack of 0.461 ns. The worst path buffer plus inverter count works out to 1. At the end of the flow the core is filled with cells to 19.4%. Ranked by total cell area, the synthesized netlist is headed by dfrtp_1 (52%), a21oi_1 (5.5%), o31ai_1 (4.1%).

The run gives 24 as the number of standard-cell rows in the floorplan. The run gives 1 for the count of H-tree levels built during CTS.
-- layout make-up --
class,count,area (sq um)
clock buffers,4,45.0
fillers,465,3560
inverters,6,22.5
multi-input cells,49,319
flip-flops and latches,15,375
well taps,52,65.1
repair buffers,3,27.5
-- placed cells by master (no fill, tap or decap) --
cell type / count
nor2b_1: 1
xnor2_1: 2
xor2_1: 2
or4_1: 4
clkdlybuf4s50_1: 2
buf_4: 1
dfrtp_1: 15
ha_1: 2
nand4_1: 3
nor4_1: 1
o31ai_1: 4
nand3_1: 4
or3_1: 2
nand2_1: 2
a21oi_2: 1
or3_2: 2
a21oi_1: 8
o21ai_0: 5
clkbuf_8: 3
o31ai_2: 1
inv_1: 6
nor2_1: 4
or4_4: 1
clkbuf_1: 1
-- power by group --
| group | internal, mW | total, mW | leakage [nW] | switching, mW |
|---|---|---|---|---|
| registers | 0.209 | 0.209 | 0.200 | 0 |
| clock network | 0.0971 | 0.167 | 0.0228 | 0.0701 |
| logic | 0.00118 | 0.00518 | 0.117 | 0.00400 |
| total | 0.308 | 0.382 | 0.340 | 0.0741 |
-- per-stage QoR --
stage | instances | instance area, sq um
floorplan | 72 | 727
global placement | 125 | 810
detailed placement | 125 | 810
CTS | 129 | 855
global route | 129 | 855
finish | 129 | 855
-- sequential cells by signal (all words and copies together), names as in the netlist --
signal	cells
count	14
clk_o	1
-- cells by family after synthesis --
family                   share of synthesized area (%)
flip-flops                                        51.6
AND/OR/NAND/NOR                                   19.6
XOR/XNOR                                          4.82
AND-OR/OR-AND                                     16.0
adder cells (fa/ha/maj)                           3.44
buffers and inverters                             4.47
-- routing by layer --
| metal | up-vias | part of all wire [%] | GRT usage (%) |
|---|---|---|---|
| li1 | 270 | - | - |
| met1 | 241 | 55 | 5.13 |
| met2 | 10 | 39 | 4.89 |
| met3 | 0 | 5.4 | 1.22 |
| met4 | 0 | 0 | 0.725 |
| met5 | - | 0 | 0 |
-- worst paths after layout --
check                                    startpoint                   to  depth (start not counted)
worst max-delay path              clk_o$_DFFE_PN0P_                clk_o                          1
worst min-delay path            count[13]$_DFF_PN0_  count[12]$_DFF_PN0_                          1
worst max register to register   count[0]$_DFF_PN0_  count[12]$_DFF_PN0_                          4
worst min register to register  count[13]$_DFF_PN0_  count[12]$_DFF_PN0_                          1
max in group asynchronous                   reset_n   count[9]$_DFF_PN0_                          1
min in group asynchronous                   reset_n   count[4]$_DFF_PN0_                          1
Power and IR drop assume default switching activity.
