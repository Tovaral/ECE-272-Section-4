===== ./config.mk =====
export PLATFORM = sky130hd
export DESIGN_NAME = mux4
export DESIGN_NICKNAME = mux4
export VERILOG_FILES = /design/flow/design.v
export SDC_FILE = /design/flow/constraint.sdc
export NUM_CORES = 4
export LEC_CHECK = 1
export CORE_AREA = 10 10 70 70
export DIE_AREA = 0 0 80 80

===== ./constraint.sdc =====
current_design mux4

set clk_period 1.1
set clk_io_pct 0.2

create_clock -name clk0 -period $clk_period

set non_clock_inputs [all_inputs -no_clocks]
set_input_delay [expr $clk_period * $clk_io_pct] -clock clk0 $non_clock_inputs
set_output_delay [expr $clk_period * $clk_io_pct] -clock clk0 [all_outputs]

===== ./design.v =====
module mux4 ( input logic [3:0] ones,
				input logic [3:0] tens,
				input logic [3:0] hunds,
				input logic [3:0] thous,
				input logic [2:0] stateSel,
				output logic [3:0] out);
			always_comb
					case (stateSel)
						3'b000:		out = ones;
						3'b001:		out = tens;
						2'b011:		out = hunds;
						3'b100:		out = thous;
						default: out = ones;
					endcase
	endmodule

===== ./run.sh =====
#!/bin/bash
# OpenROAD 26Q1-2900-gdf79404cd8, Yosys 0.63+post, stock flow scripts
make -C /OpenROAD-flow-scripts/flow DESIGN_CONFIG=/design/flow/config.mk WORK_HOME=/design/flow/orfs finish

==> impl_metrics.py <==
# Generated from Yosys and OpenROAD reports
metrics = {
    "timing": {
        "hold_violations": 0,
        "min_period_ns": 1.33,
        "rsz0062_at_grt": "true",
        "final-setup-viol-count": 4,
        "layout_setup_ws_ns": -0.225,
        "setup_tns_ns": -0.715,
        "final_max_slew_viol_count": 0,
        "worst_slew_pin_slew_ns": 0.233,
        "fmax_ghz": 0.755,
        "fin_crit_sh": 1.20,
        "max_slew_margin": 0.843,
    },
    "route": {
        "postRouteAntennaNets": 0,
        "vias_per_cell": 3.17,
        "num_antenna_cells": 0,
        "firstDrtPassIters": 3,
        "vias": 326,
        "drt_iter0_drc": 13,
        "drc": 0,
        "wl_um": 1250,
        "routedWlPerCell_um": 12.1,
    },
    "synth": {
        "synthCells": 29,
        "synthMostInstantiatedCell": "or3b_1",
        "syn_area_per_cell_sq_um": 7.03,
        "common_cells": "or3b_1, a21oi_1, nor3_1",
        "yosysChipArea_sq_um": 204,
        "syn_area_sq_um": 204,
        "yosys.area.top_type_share": 0.344,
        "ys_seq_frac": 0,
        "top_area_cell": "or3b_1",
        "ys_cells": 29,
        "yosys_warnings": 1,
        "synth_cell_type_count": 10,
        "area_leaders": "or3b_1, a21oi_1, nor3_2",
    },
    "finish": {
        "area_growth_pct": 197,
        "regArea_sq_um": 0,
        "layout-drive-gt1-share": 0.579,
        "flops": 0,
        "stdcell_count": 103,
        "fillCellCount": 390,
        "nClkBuffers": 0,
    },
    "floorplan": {
        "core_area_sq_um": 3420,
        "core_util_floorplan": 0.0597,
        "io_pins": 23,
        "dieArea_sq_um": 6400,
        "die_h_um": 80,
        "die_w_um": 80,
        "row_count": 21,
    },
    "worst_setup_path": {
        "path_class": "in -> out",
        "critical_path.startpoint": "stateSel[2]",
        "cp_max_fo": 5,
        "required_ns": 0.88,
        "crit_arrival_ns": 1.11,
        "crit_path_start_kind": "primary input",
        "end_kind": "output pin",
    },
    "run_status": {
        "violations": "setup timing",
        "status": "finished with violations",
    },
    "global_route": {
        "grt_pass1_wl_um": 1880,
        "grt_start_max_net_pins": 7,
        "antenna_found_initial": 0,
        "grt_pass1_vias": 327,
        "grt_remaining_overflow": 0,
        "grt_usage": 0.0367,
    },
    "placed_design": {
        "io_buffers": 23,
        "gp_congestion": 0.759,
        "placed_cells": 100,
        "dp_hpwl_um": 953,
    },
    "power": {
        "power_per_cell_area_nw_per_um2": 332,
        "leakage_uw": 0.000232,
        "p_total_uw": 201,
        "vdd_drop_max_v": 0.0000734,
    },
    "flow_run": {
        "tool_warnings": 35,
        "cap_violations": 0,
    },
    "hold_path": {
        "hp-class": "in -> out",
        "hold_path_startpoint": "hunds[1]",
    },
}
## cell usage in the layout, fill, tap and decap left out
| master | netlist | final |
|---|---|---|
| buf_2 | 1 | 8 |
| or3b_1 | 8 | 7 |
| a21oi_2 | 1 | 6 |
| nor3_2 | 3 | 5 |
| clkdlybuf4s50_1 | 0 | 5 |
| buf_4 | 0 | 4 |
| nor3_1 | 5 | 3 |
| buf_6 | 1 | 3 |
| a21oi_1 | 7 | 2 |
| buf_16 | 0 | 2 |
| buf_12 | 0 | 2 |
| clkdlybuf4s15_1 | 0 | 2 |
| dlygate4sd2_1 | 0 | 2 |
| or3b_4 | 0 | 1 |
| nand2_1 | 1 | 1 |
| nand2b_1 | 1 | 1 |
| xor2_4 | 0 | 1 |
| clkdlybuf4s15_2 | 0 | 1 |
| dlymetal6s2s_1 | 0 | 1 |
## repair_timing
item	CTS	global route
endpoints found under the setup margin	4	4
cloned	2	0
pin swaps	18	8
resized	67	5
hold endpoints to repair	0	0
setup buffers	1	0
hold buffers	0	0
## logic make-up after synthesis
logic type,count (synthesis),synth area share
compound gates,8,0.215
xor+xnor,1,0.0430
buf+inv,2,0.0797
simple gates,18,0.663
## metal layers
| metal | track usage | vias up | part of all wire |
|---|---|---|---|
| met3 | 0.0148 | 0 | 0.10 |
| met5 | 0 | - | 0 |
| met2 | 0.0554 | 15 | 0.42 |
| met4 | 0 | 0 | 0 |
| li1 | - | 169 | - |
| met1 | 0.0508 | 142 | 0.48 |
## power breakdown
| group | leakage [uW] | internal, uW | switching, uW |
|---|---|---|---|
| combinational | 0.000232 | 133 | 67.9 |
| clock | 0 | 0 | 0 |
| sequential | 0 | 0 | 0 |
| total | 0.000232 | 133 | 67.9 |
## stage by stage
step	util	hold WS, ns	cell area, sq um	setup slack, ns
2_1_floorplan	-	0.510	218	-0.000906
3_3_place_gp	0.150	1.45	513	-1.07
3_5_place_dp	0.150	1.45	513	-1.09
4_1_cts	0.171	0.892	586	-0.234
5_1_grt	0.177	0.919	606	-0.259
6_report	0.177	0.836	606	-0.225
## critical path, cell delays in order
cell,delay (ns)
buf_12,0.10
buf_6,0.10
or3b_4,0.38
a21oi_2,0.14
nor3_2,0.04
buf_2,0.12
## worst paths after layout
kind | end | slack, ns | cells past startpoint
min | out[1] | 0.84 | 4
max | out[0] | -0.23 | 6
## area by class of cell
type	instances	area [sq um]	share of cell area
timing repair buffer	30	310	0.512
multi-input combinational	27	238	0.393
tap	46	57.6	0.0950
Power and IR drop assume default switching activity.
